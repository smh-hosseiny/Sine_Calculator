==> flow/run.sh <==
#!/bin/bash
# OpenROAD 26Q1-2900-gdf79404cd8, Yosys 0.63+post, stock flow scripts
make -C /OpenROAD-flow-scripts/flow DESIGN_CONFIG=/design/flow/config.mk WORK_HOME=/design/flow/orfs finish
==> flow/config.mk <==
export PLATFORM = sky130hd
export DESIGN_NAME = MUL
export DESIGN_NICKNAME = MUL
export VERILOG_FILES = /design/flow/design.v
export SDC_FILE = /design/flow/constraint.sdc
export NUM_CORES = 4
export LEC_CHECK = 1
export CORE_UTILIZATION = 30
==> flow/constraint.sdc <==
current_design MUL

set clk_period 12.6
set clk_io_pct 0.2

create_clock -name clk0 -period $clk_period

set non_clock_inputs [all_inputs -no_clocks]
set_input_delay [expr $clk_period * $clk_io_pct] -clock clk0 $non_clock_inputs
set_output_delay [expr $clk_period * $clk_io_pct] -clock clk0 [all_outputs]
==> flow/design.v <==
module MUL(input [15:0]M1,M2,output [15:0]Mresult);
wire [32:0]M;
assign M=M1*M2;
assign Mresult[15:0]=M[23:8];
endmodule
==> impl_metrics.tcl <==
# place-and-route summary
set metrics [dict create \
    outcome "finished, final reports clean" \
    grt_use_total_pct 14.3 \
    maxSlewHeadroom_pct 49.8 \
    syn_area_um2 6810 \
    fp.dieW_um 153 \
    placedCellCount 1082 \
    wl_per_cell_um 13.9 \
    finalSetupViolCount 0 \
    worstPathArrival_ns 9.09 \
    path_max_fanout 16 \
    fillerInstances 2305 \
    grt_max_degree 17 \
    synth_top_area_share_pct 49.1 \
    drt-pass1-iter-count 9 \
    endpoint_kind "output pin" \
    netlist_instances 778 \
    synth-cells-yosys 778 \
    cp_cell_sequence "clkdlybuf4s50_1 > and2_1 > fa_1 > inv_1 > fa_1 > fa_1 > fa_1 > inv_1 > fa_1 > inv_1 > fa_1 > inv_1 > ha_1 > a21oi_1 > o221ai_2 > a21oi_4 > o21ai_4 > a21oi_4 > o22ai_4 > a221oi_4 > o21bai_2 > xnor2_1 > clkdlybuf4s50_1" \
    yosys_warnings 0 \
    worstPathRequired_ns 10.08 \
    ys_types 31 \
    drtAntennaViolNets 0 \
    worst_slew_pin_slew_ns 0.751 \
    grt_overflow 0 \
    postCtsSetupBuffers 0 \
    place.port_buffers 48 \
    mostFrequentLayoutCells "inv_1, fa_1, nand2_1" \
    die_y_um 153 \
    flops 0 \
    antenna_found_initial 0 \
    path_common_cell "fa_1" \
    grt_first_pass_wirelength_um 25500 \
    dpl.hpwl_um 12700 \
    top_cells_by_area "fa_1, ha_1, inv_1, and2_1, nand2_1" \
    antennaDiodeCount 0 \
    startpoint_type "input port" \
    tns_ns 0 \
    maxCapViolCount 0 \
    maxSlewViolCount 0 \
    place.gp.congestion 0.867 \
    grt_pass1_vias 4933 \
    ctsResizeCount 0 \
    rows 54 \
    cpMaxStageDelayCell "clkdlybuf4s50_1" \
    hold_path_class "input port to output pin" \
    layout_top_cell "inv_1" \
    drc 0 \
    finalHoldViolations 0 \
    ys_seq_share_pct 0 \
    rsz0062_at_grt "false" \
    synth_area_per_cell_um2 8.75 \
    cts_hold_buf 0 \
    routed-via-count 4743 \
    crit_end "Mresult[15]" \
    die_area_um2 23300 \
    nClkBuffers 0 \
    worstSetupStartpoint "M1[6]" \
    top_area_cell "fa_1" \
    max_stage_delay_ns 0.74 \
    instances_no_fill 1082 \
    fin_area_um2 7570 \
    dpl_cell_area_um2 7570 \
    warnings 32 \
    criticalPathCategory "input port to output pin" \
    max_clock_freq_ghz 0.0862 \
    whs_ns 6.76 \
    io_pins 48 \
    finalCritPeriodShare_pct 92.1 \
    drtIter0Drc 140 \
    layout.area.seq_um2 0 \
    worst_hold_path.num_cells 9 \
    core-area_um2 22000 \
    fp_util_pct 30.9 \
    fin_crit_ns 11.61 \
    finalWirelength_um 15000 \
    ys_chip_area_um2 6810 \
    areaGrowthSynthToFinish_pct 11.3 \
    drive_gt1_share_pct 2.74 \
    vias_per_cell 4.38 \
]
[worst min-delay path by stage]
stage       from     endpoint  slack [ns]
5_1_grt   M1[13]  Mresult[15]        6.87
4_1_cts   M1[13]  Mresult[15]        6.79
6_report  M1[13]  Mresult[15]        6.76
[cells in the mapped netlist, types with 2 or more instances]
cell type  count
a21o_1         4
a21oi_1        5
a21oi_2        2
a21oi_4        2
a31oi_1        2
and2_1        99
and2b_2        2
clkbuf_1      31
fa_1         167
ha_1          66
inv_1        212
nand2_1      128
nand2b_1       2
nand3_1        2
nand4_1        2
nor2_1         6
o21ai_0        3
xnor2_1       24
xor2_1         7
[kinds of logic after synthesis]
| logic type | count (synthesis) | synth area share (%) |
|---|---|---|
| AND-OR/OR-AND | 26 | 3.62 |
| buffers and inverters | 243 | 13.4 |
| XOR/XNOR | 31 | 3.99 |
| adder cells (fa/ha/maj) | 233 | 61.3 |
| AND/OR/NAND/NOR | 245 | 17.7 |
[through the flow]
step                      setup slack [ns]  util, %
after floorplan                       2.43        -
after global placement               0.975     34.4
after detailed placement             0.909     34.4
after CTS                            0.901     34.4
after global routing                 0.638     34.4
final                                0.993     34.4
[critical path: cells and delay by family]
| family | cells | cell delay [ns] |
|---|---|---|
| fa+ha+maj | 7 | 3.26 |
| simple gates | 1 | 0.35 |
| buf+inv | 6 | 1.40 |
| xor+xnor | 1 | 0.13 |
| compound gates | 8 | 1.43 |
[layout make-up]
class,count,area [um2],area share (%)
multi-input combinational,535,5890,77.8
inverter,212,796,10.5
timing repair buffer,55,533,7.04
tap,280,350,4.63
[layer usage]
metal / global-route usage (%) / up-vias / part of all wire, %
met5: 0 / - / 0
met1: 21.3 / 2336 / 45
met3: 5.07 / 9 / 8.2
met2: 21.9 / 146 / 46
li1: - / 2252 / -
met4: 0.770 / 0 / 0.57
