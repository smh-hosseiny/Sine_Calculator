## design.v

```verilog
module ADDorSUB(input [15:0]S,input[15:0]T,input AorS,output [15:0]Sreg);
assign Sreg =(AorS) ? S-T : S+T ;
endmodule
```

## run.sh

```bash
#!/bin/bash
# OpenROAD 26Q1-2900-gdf79404cd8, Yosys 0.63+post, stock flow scripts
make -C /OpenROAD-flow-scripts/flow DESIGN_CONFIG=/design/flow/config.mk WORK_HOME=/design/flow/orfs finish
```

## config.mk

```make
export PLATFORM = sky130hd
export DESIGN_NAME = ADDorSUB
export DESIGN_NICKNAME = ADDorSUB
export VERILOG_FILES = /design/flow/design.v
export SDC_FILE = /design/flow/constraint.sdc
export NUM_CORES = 4
export LEC_CHECK = 1
export CORE_AREA = 10 10 93 93
export DIE_AREA = 0 0 103 103
```

## constraint.sdc

```tcl
current_design ADDorSUB

set clk_period 19.6
set clk_io_pct 0.2

create_clock -name clk0 -period $clk_period

set non_clock_inputs [all_inputs -no_clocks]
set_input_delay [expr $clk_period * $clk_io_pct] -clock clk0 $non_clock_inputs
set_output_delay [expr $clk_period * $clk_io_pct] -clock clk0 [all_outputs]
```

==> GITHUB_STEP_SUMMARY <==
## Synthesis and layout report

| Metric | Value |
|---|---|
| Routed vias/inst | `4.121` |
| Setup TNS | `0 ns` |
| WP data arrival | `7.42 ns` |
| Largest net degree at the start of global routing | `16` |
| Slowest stage cell, crit path | `clkdlybuf4s50_1` |
| First-pass GRT wire length | `5.181 mm` |
| CP cell instances | `clkdlybuf4s50_1 > inv_1 > ha_1 > nand2b_1 > or4_1 > nor3_1 > nor2_1 > xnor2_1 > ha_1 > nand2_1 > o22a_2 > or3_1 > a31oi_1 > xnor2_1 > clkdlybuf4s50_1` |
| 1st-iter DRT viols | `16` |
| Sequential Area | `0 sq um` |
| Ys Warns | `0` |
| Total power | `0.06777 mW` |
| Hold path depth | `5` |
| ANT cells | `0` |
| Initial antenna violation count | `0` |
| Setup ws final | `approximately 8.3 ns` |
| Crit path launch | `T[0]` |
| Run status | `finished, final reports clean` |
| Maximum vdd drop | `~0.000019 V` |
| CP delay by family, top | `simple AND/OR/NAND/NOR gates` |
| Pre-CTS setup slack | `8.239 ns` |
| Fin. max-slew vios | `0` |
| Average wire per standard cell | `12.02 microns` |
| Cell Pwr Density | `42.99 nW/um^2` |
| Fmax | `between 80 and 90 MHz` |
| Mapped cell area | `989.7 sq um` |
| Worst Hold End | `Sreg[0]` |
| # port buffers | `~50` |
| Most frequently placed logic cells in the final layout | `49 x clkdlybuf4s50_1, 23 x xnor2_1, 17 x a21oi_1, 16 x ha_1, 14 x nor2_1` |
| Routed WL | `roughly 3.2 mm` |
| Core area | `6756 sq um` |
| # rows | `30` |
| Ratio of cells with drive above 1 in the final layout | `3.804%` |
| Post-CTS Setup Bufs | `0` |
| Min-delay worst type | `in2out` |
| Post-Syn Area per Cell | `7.277 sq um` |
| Final antenna-violating net count | `0` |
| IO Pins | `49` |
| DR vias | `1088` |
| RSZ-0062 raised after global routing | `false` |
| Die area | `10610 sq um` |
| Min Clock Period, post-route | `around 11 ns` |
| Cycle use final | `57.86%` |
| Unique cell types | `35` |
| Die height | `103 microns` |
| Area leader share | `between 20% and 30%` |
| Synth Instances | `136` |
| Flops | `0` |
| Setup-failing EPs final | `0` |
| Worst path max stage delay | `about 0.50 ns` |
| GRT Resource Usage Total | `6.008%` |
| Worst slew pin tran | `0.5277 ns` |
| Detail Placement HPWL | `2.913 mm` |
| DRC Markers | `0` |
| Max-Cap Viols | `0` |
| Crit path launch type | `input pin` |
| WS Path Type | `in2out` |
| GRT Residual Overflow | `0` |
| GP Congestion | `0.8136` |
| Start point of the worst hold path | `S[0]` |
| Post_cts resized | `0` |
| CP Max Fanout | `5` |
| Register share after synthesis | `0%` |
| Vias in the first global route | `1130` |
| Static leakage | `0.6194 nW` |
| Clkbuf count | `0` |
| Top cell excl fill/tap | `clkdlybuf4s50_1` |
| Area grow syn2layout | `59.29%` |
| Initial Util | `14.65%` |
| Tool warnings | `32` |
| Worst Setup End Kind | `primary output` |
| Slew Limit Headroom | `between 60% and 70%` |
| Top area cell types | `xnor2_1 20%, ha_1 20%, a21oi_1 8.6%` |
| Post-CTS Hold Fix Bufs | `0` |
| Crit path buf inv count | `3` |
| Die width | `103 microns` |
| Critical Path RT | `15.68 ns` |
| Yosys stat area | `989.7 sq um` |
| Endpoints failing hold | `0` |
| Biggest area consumer among synthesized cells | `xnor2_1` |
| Ys cells | `136` |
| Drt pass-1 iters | `4` |
how the worst max path moves through the flow:
stage,to,cells after the start
6_report,Sreg[12],15
5_1_grt,Sreg[12],15
4_1_cts,Sreg[12],15
cells by family (layout without fill, tap and decap cells):
logic type,Yosys count,count (layout),synth area share (%)
AOI/OAI and AO/OA,40,40,27.18
and+or+nand+nor,39,39,20.10
xor gates and xnor gates,29,29,25.66
adders and majority gates,17,17,22.25
buffers and inverters,10,58,3.792
muxes,1,1,1.011
stage by stage:
step | area [sq um] | cells | utilization (%) | hold slack [ns]
6_report | 1577 | 264 | 23.33 | 8.838
3_3_place_gp | 1577 | 264 | 23.33 | 8.859
5_1_grt | 1577 | 264 | 23.33 | 8.908
4_1_cts | 1577 | 264 | 23.33 | 8.855
2_1_floorplan | 989.7 | 136 | - | 7.951
3_5_place_dp | 1577 | 264 | 23.33 | 8.847
tightest hold or removal path: stages:
cell,delay (ns)
clkdlybuf4s50_1,0.40
inv_1,0.06
ha_1,0.12
inv_1,0.03
clkdlybuf4s50_1,0.39
routing by layer:
| metal | share of wire [%] | global-route usage (%) |
|---|---|---|
| met1 | 43 | 6.933 |
| met4 | 0 | 0 |
| met2 | 45 | 10.48 |
| met5 | 0 | 0 |
| met3 | 12 | 2.844 |
where the power goes:
| part | total (mW) | switching, mW | internal (mW) |
|---|---|---|---|
| sequential | 0 | 0 | 0 |
| clock | 0 | 0 | 0 |
| combinational | 0.0678 | 0.0260 | 0.0418 |
| total | 0.0678 | 0.0260 | 0.0418 |
synth_stat cells, types with 2 or more instances:
library cell and number:
xnor2_1 23, a21oi_1 17, ha_1 16, nor2_1 14, inv_1 9, nand2_1 6
o21ai_0 6, xor2_1 6, nand2b_1 5, a31oi_1 4, nor3_1 3, a21o_1 2
nor2b_1 2, o211ai_1 2
layout make-up:
cell class / instances / area (sq um)
multi-input combinational: 126 / 952.2
inverter: 9 / 33.78
timing repair buffer: 49 / 490.5
tap: 80 / 100.1
fill: 737 / 5180
Power is estimated from default activity; no workload was simulated.
