<file path="flow/run.sh">
#!/bin/bash
# OpenROAD 26Q1-2900-gdf79404cd8, Yosys 0.63+post, stock flow scripts
make -C /OpenROAD-flow-scripts/flow DESIGN_CONFIG=/design/flow/config.mk WORK_HOME=/design/flow/orfs finish
</file>
<file path="flow/config.mk">
export PLATFORM = sky130hd
export DESIGN_NAME = CU
export DESIGN_NICKNAME = CU
export VERILOG_FILES = /design/flow/design.v
export SDC_FILE = /design/flow/constraint.sdc
export NUM_CORES = 4
export LEC_CHECK = 1
export CORE_AREA = 10 10 70 70
export DIE_AREA = 0 0 80 80
</file>
<file path="flow/constraint.sdc">
current_design CU

set clk_period 1.1
set clk_io_pct 0.2

create_clock -name clk0 -period $clk_period [get_ports {clk}]

set non_clock_inputs [all_inputs -no_clocks]
set_input_delay [expr $clk_period * $clk_io_pct] -clock clk0 $non_clock_inputs
set_output_delay [expr $clk_period * $clk_io_pct] -clock clk0 [all_outputs]
</file>
<file path="flow/design.v">
`timescale 1ns/1ns
module CU(input clk,rst,compared,start,output logic initTerm,initS,ldx,ldterm,ldy,ldS,sel_Mul,AorS,ready,output logic[2:0] cnt);
logic cout,cen,initc;
typedef enum{Idle,Init,Load,M1,M2,M3,compare,AddorSub} states;
states  p_state,n_state; 
always @(start,p_state,cout) begin
n_state = Idle;
{initTerm,initS,ldx,ldterm,ldy,ldS,sel_Mul,AorS,ready}=9'b0;
case(p_state)
 Idle : begin
 n_state=(start) ? Init : Idle;  ready=1;
 end
 Init : begin
 n_state=(start) ? Init : Load;  initc=1;initS=1;initTerm=1;
 end
 Load : begin
 n_state=M1;            ldx=1;ldy=1; 
 end
 M1 :  begin 
 n_state=M2;          ldterm=1;sel_Mul=1;cen=1;
 end
 M2 : begin           ldterm=1;sel_Mul=1;
 n_state=M3;
end
M3 : begin           ldterm=1;sel_Mul=0;
n_state=compare;
end
compare : begin
n_state=(compared) ? Idle : AddorSub;
end
AddorSub : begin
n_state=(cout) ? Idle : M1 ;   ldS=1;AorS=cnt[0];
end
endcase
end
 always@(posedge clk,posedge rst) begin
 if(rst) p_state <=Idle; else 
 p_state <= n_state;
 end 
always @(posedge clk,posedge rst) begin
  if(rst) cnt <=3'b000; else begin
    if(initc) cnt <=3'b000; else
      if(cen) cnt <= cnt + 1 	;
      end
   end
   assign cout=&cnt;
 endmodule
</file>
==> changes_impl.md <==
### Metrics

* Die H at 80 um
* CTS Sinks at 8
* Core area at 3420 um2
* Final TNS setup at -429 ps
* Max_cap viols at 0
* Bufs on Longest Clock Path at 2
* Arrival @ worst endpoint at 1110 ps
* Distinct lib cells used at 11
* Gr usage total at 2.49%
* Syn avg cell area at 12.2 um2
* Gr ovfl total at 0
* Status: finished, violations left
* Layout cells sized above 1 at 44.4%
* Count of tool warnings at 27
* CP Buf/Inv Count at 1
* TritonCTS Buffers at 3
* Pin count of the biggest net entering global routing at 9
* ANT cells at 0
* Ys Warns at 1
* Post-Route WL at 775 um
* P_leak at 0.260 nW
* # H-tree levels at 1
* WL per Instance at 8.52 um
* Period utilization at 121%
* Critical path endpoint category: output port
* Failing checks: setup timing
* Cell area after synthesis at 305 um2
* CP startpoint kind: register
* Comb area at 62.6 um2
* Yosys Chip Area at 305 um2
* Yosys stat cell total at 25
* Final Hold Fails at 0
* Vias in the first global route at 237
* Fmax at 0.752 GHz
* Largest stage delay, worst path at 370 ps
* Hpwl dp at 583 um
* Syn-to-layout area delta at 60.2%
* Worst setup path class: register to output port
* Peak fanout along the critical path at 2
* Top flop regs: p_state x8
* Row count at 21
* Peak supply drop at 670 uV
* Die W at 80 um
* WP data required at 880 ps
* CTS tree: yes
* Class of the worst hold path: input port to async pin
* Reg clk slew, reported paths at 60 ps
* Flops out of synthesis at 8
* Crit-path cells: or3_1 -> buf_2
* Final worst slack at -229 ps
* IO Port Bufs at 11
* CP max stage cell: dfrtp_1
* Total area of sequential cells at 201 um2
* Critical R2R Capture: p_state[0]$_DFF_PP1_
* Worst r2r src: p_state[0]$_DFF_PP1_
* Io pins at 16
* CTS Hold Buffers Added at 0
* Max-slew violations at 0
* Min cycle time layout at 1330 ps
* Post-place setup slack at -259 ps
* Post-synthesis sequential area ratio at 66.0%
* Max reg flops at 8
* Worst R2R Path Depth at 3
* RSZ-0062 raised after global routing: true
* Global-route wire length before repair at 1.17 mm
* Routed vias/inst at 2.45
* FILL cells at 395
* Worst reg-to-reg setup slack at 260 ps
* RD Place Congestion at 0.737
* Clock Skews at 0.746 ps
* Post-synthesis cell count at 25
* Worst hold slack at 201 ps
* Delay-heaviest family, CP: flip-flops
* Die area at 6400 um2
* Total number of vias at 223
* Final setup fails at 3
* Clock root buffer master: clkbuf_4
* Starting DRT DRC Count at 7
* Drt pass-1 iters at 2
* DRC violations left at 0
* Largest reg by FF count: p_state
* P per Cell Area at 1400 nW/um2
* Pre-Place Util at 8.94%
* Insertion Delay late pin at 260 ps
* Power consumption at 0.000686 W
* Initial antenna violation count at 0
* Routed Antenna Nets at 0
-- synthesized netlist by cell type, drive strengths merged --
library cell	instances	area share (%)
dfrtp	7	57
buf	6	15
inv	2	2.5
nor2b	2	4.1
or2	2	4.1
conb	1	1.2
dfstp	1	8.6
nand2	1	1.2
o21a	1	2.5
o21ai	1	1.6
or3	1	2.1
-- area by class of cell --
cell class | count | area share, %
clock buffer | 4 | 5.37
inverter | 2 | 1.53
multi-input combinational | 12 | 12.8
sequential | 8 | 41.2
tap | 46 | 11.8
timing repair buffer | 19 | 27.4
-- cells by family (layout without fill, tap and decap cells) --
group,Yosys count,count (layout),share of synthesized area (%)
flops,8,8,66.0
buf+inv,8,25,17.2
simple gates,6,6,11.5
compound gates,2,2,4.10
other cells,1,4,1.23
-- cell usage in the layout (no fill, tap or decap), drive strengths merged, types with 2 or more instances in the layout --
cell type,n
clkdlybuf4s50,3
clkbuf,9
buf,11
dfrtp,7
nor2b,2
or2,2
conb,4
inv,2
-- metal layers --
layer | routed length, um | GRT usage [%] | part of all wire [%] | vias up
met5 | 0 | 0 | 0 | -
met4 | 0 | 0.176 | 0 | 0
met3 | 161 | 3.18 | 21 | 0
met2 | 206 | 2.49 | 27 | 17
met1 | 407 | 3.18 | 53 | 99
li1 | - | - | - | 107
-- per-stage QoR --
| step | cell area (um2) | utilization [%] | cells |
|---|---|---|---|
| after floorplan | 317 | - | 28 |
| after global placement | 454 | 13.3 | 81 |
| after detailed placement | 454 | 13.3 | 81 |
| after CTS | 492 | 14.4 | 88 |
| after global routing | 489 | 14.3 | 91 |
| final | 489 | 14.3 | 91 |
-- how the worst max path moves through the flow --
| stage | cells after the start | slack [ps] | from | end |
|---|---|---|---|---|
| final | 2 | -230 | p_state[5]$_DFF_PP0_ | ldterm |
| after CTS | 2 | -230 | p_state[5]$_DFF_PP0_ | ldterm |
| after global routing | 2 | -290 | p_state[5]$_DFF_PP0_ | ldterm |
-- worst register-to-register path: cells and delay by family, from the launching register on --
kind / cells / cell delay (ps)
flops: 1 / 530
buf+inv: 2 / 130
compound gates: 1 / 110
-- power breakdown --
group | leakage, nW | switching, W | internal (W)
combinational | 0.138 | 0.0000310 | 0.0000715
sequential | 0.107 | 0.0000140 | 0.000319
clock | 0.0150 | 0.000111 | 0.000140
-- what timing repair did --
item | in CTS | in global routing
setup endpoints to repair | 8 | 8
pin swaps | 2 | 1
setup buffers | 3 | 3
resized | 20 | 5
gates cloned | 0 | 0
No activity file was given, so power comes from the tool's default toggle rates.
